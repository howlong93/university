==> ./config.mk <==
export PLATFORM = sky130hd
export DESIGN_NAME = SP_pipeline
export DESIGN_NICKNAME = SP_pipeline
export VERILOG_FILES = /design/flow/design.v
export SDC_FILE = /design/flow/constraint.sdc
export NUM_CORES = 4
export LEC_CHECK = 1
export CORE_UTILIZATION = 50
==> ./constraint.sdc <==
current_design SP_pipeline

set clk_period 11.8
set clk_io_pct 0.2

create_clock -name clk0 -period $clk_period [get_ports {clk}]

set non_clock_inputs [all_inputs -no_clocks]
set_input_delay [expr $clk_period * $clk_io_pct] -clock clk0 $non_clock_inputs
set_output_delay [expr $clk_period * $clk_io_pct] -clock clk0 [all_outputs]
==> ./design.v <==
module SP_pipeline(
	clk,
	rst_n,
	in_valid,
	inst,
	mem_dout,
	out_valid,
	inst_addr,
	mem_wen,
	mem_addr,
	mem_din
);
input                    clk, rst_n, in_valid;
input             [31:0] inst;
input  signed     [31:0] mem_dout;
output reg               out_valid;
output reg        [31:0] inst_addr;
output reg               mem_wen;
output reg        [11:0] mem_addr;
output reg signed [31:0] mem_din;
reg	signed [31:0] r [0:31]; 
reg ID_valid, EX_valid, MEM_WB_valid, out_prep;
wire [5:0] IF_opcode_comb, IF_funct_comb;
wire [4:0] IF_rs, IF_rt;
reg [31:0] IF_instruction_reg;
reg [31:0] IF_next_inst_addr;
reg [31:0] ID_next_inst_addr, EX_next_inst_addr;
wire [4:0] ID_shamt_comb;
wire [5:0] ID_funct_comb, ID_opcode_comb;
wire [4:0] ID_dest_comb;
reg [11:0] mem_addr_comb;
reg [4:0] ID_shamt_reg;
reg [5:0] ID_funct_reg, ID_opcode_reg;
reg [4:0] ID_dest_reg;
reg signed [15:0] ID_imm_reg;
reg signed [31:0] ID_rs_value_reg, ID_rt_value_reg;
integer ALU_result_comb, ALU_result_reg;
reg [5:0] EX_funct_reg, EX_opcode_reg;
reg [4:0] EX_dest_reg;
reg signed [15:0] EX_imm_reg;
assign IF_funct_comb = inst[5:0];
assign IF_opcode_comb = inst[31:26];
assign IF_rs = inst[25:21];
assign IF_rt = inst[20:16];
always @(negedge rst_n, posedge clk) begin
	if (~rst_n) begin
		ID_valid <= 0;
		inst_addr <= 0;
	end
	else begin
		if (in_valid) begin
			IF_next_inst_addr <= inst_addr + 4;
			IF_instruction_reg <= inst;
			if (IF_opcode_comb == 0 && IF_funct_comb == 7)
				inst_addr <= r[IF_rs];
			else if (IF_opcode_comb == 'h07 && (r[IF_rs] == r[IF_rt]))
				inst_addr <= inst_addr + 4 + {{14{inst[15]}}, inst[15:0], 2'b00};
			else if (IF_opcode_comb == 'h08 && (r[IF_rs] != r[IF_rt]))
				inst_addr <= inst_addr + 4 + {{14{inst[15]}}, inst[15:0], 2'b00};
			else if (IF_opcode_comb >= 'h0a)
				inst_addr <= {inst_addr[31:28], inst[25:0], 2'b00};
			else
				inst_addr <= inst_addr + 'd4;
		end
		ID_valid <= in_valid;
	end
end
assign ID_shamt_comb = IF_instruction_reg[10:6];
assign ID_funct_comb = IF_instruction_reg[5:0];
assign ID_opcode_comb = IF_instruction_reg[31:26];
assign ID_dest_comb = (IF_instruction_reg[31:26] == 0) ? IF_instruction_reg[15:11] : IF_instruction_reg[20:16];
always @(negedge rst_n, posedge clk) begin
	if (~rst_n) begin
		EX_valid <= 0;
	end
	else begin
		if (ID_valid) begin
			ID_opcode_reg <= ID_opcode_comb;
			ID_funct_reg <= ID_funct_comb;
			ID_shamt_reg <= ID_shamt_comb;
			ID_imm_reg <= IF_instruction_reg[15:0];
			ID_rs_value_reg <= r[IF_instruction_reg[25:21]];
			ID_rt_value_reg <= r[IF_instruction_reg[20:16]];
			ID_dest_reg <= ID_dest_comb;
			ID_next_inst_addr <= IF_next_inst_addr;
		end
		EX_valid <= ID_valid;
	end
end
always @(*) begin  
	case (ID_opcode_reg)
		6'd0:
			case (ID_funct_reg)
				6'd0: ALU_result_comb = ID_rs_value_reg & ID_rt_value_reg;
				6'd1: ALU_result_comb = ID_rs_value_reg | ID_rt_value_reg;
				6'd2: ALU_result_comb = ID_rs_value_reg + ID_rt_value_reg;
				6'd3: ALU_result_comb = ID_rs_value_reg - ID_rt_value_reg;
				6'd4: begin
					if (ID_rs_value_reg < ID_rt_value_reg)
						ALU_result_comb = 32'd1;
					else
						ALU_result_comb = 32'd0;
				end
				6'd5: ALU_result_comb = ID_rs_value_reg << ID_shamt_reg;
				6'd6: ALU_result_comb = ~(ID_rs_value_reg | ID_rt_value_reg);
				6'd7: ALU_result_comb = ID_rs_value_reg;
				default: ALU_result_comb = 0;
			endcase
		6'd1: ALU_result_comb = ID_rs_value_reg & {16'd0, ID_imm_reg};
		6'd2: ALU_result_comb = ID_rs_value_reg | {16'd0, ID_imm_reg};
		6'd3: ALU_result_comb = ID_rs_value_reg + {{16{ID_imm_reg[15]}}, ID_imm_reg};
		6'd4: ALU_result_comb = ID_rs_value_reg - {{16{ID_imm_reg[15]}}, ID_imm_reg};
		6'd5: ALU_result_comb = ID_rs_value_reg + {{16{ID_imm_reg[15]}}, ID_imm_reg};
		6'd6: ALU_result_comb = ID_rs_value_reg + {{16{ID_imm_reg[15]}}, ID_imm_reg};
		6'd7: ALU_result_comb = ID_rs_value_reg - ID_rt_value_reg;
		6'd8: ALU_result_comb = ID_rs_value_reg - ID_rt_value_reg;
		6'd9: ALU_result_comb = {ID_imm_reg, 16'd0};
		default: ALU_result_comb = 0;
	endcase
	if (ID_opcode_reg == 5 || ID_opcode_reg == 6) begin
		mem_addr = ALU_result_comb;
		mem_wen = (ID_opcode_reg == 6) ? 0 : 1;
		mem_din = r[ID_dest_reg];
	end
	else begin
		mem_addr = 0;
		mem_wen = 1;
		mem_din = 0;
	end
end
always @(negedge rst_n, posedge clk) begin
	if (~rst_n) begin
		MEM_WB_valid <= 0;
		mem_wen <= 1;
	end
	else begin
		if (EX_valid) begin
			ALU_result_reg <= ALU_result_comb;
			EX_dest_reg <= ID_dest_reg;
			EX_opcode_reg <= ID_opcode_reg;
			EX_funct_reg <= ID_funct_reg;
			EX_next_inst_addr <= ID_next_inst_addr;
			EX_imm_reg <= ID_imm_reg;
		end
		MEM_WB_valid <= EX_valid;
	end
end
integer i, pattern_cnt;
always @ (negedge rst_n, posedge clk) begin
	if (~rst_n) begin
		out_valid <= 0;
		for (i = 0; i < 32; i = i + 1) begin
			r[i] <= 0;
		end
		pattern_cnt <= 0;
	end
	else begin
		if (MEM_WB_valid) begin
			pattern_cnt <= pattern_cnt + 1;
			case(EX_opcode_reg)
				6'd0: begin
					if (EX_funct_reg <= 6'd6) begin
						r[EX_dest_reg] <= ALU_result_reg;
					end
				end
				6'd1, 6'd2, 6'd3, 6'd4: begin
					r[EX_dest_reg] <= ALU_result_reg;
				end
				6'd5: begin
					r[EX_dest_reg] <= mem_dout;
				end
				6'd6: begin
				end
				6'd9: begin
					r[EX_dest_reg] <= ALU_result_reg;
				end
				6'd11: begin
					r[31] <= EX_next_inst_addr;
				end
			endcase
		end
		out_valid <= MEM_WB_valid;
	end
end
endmodule
==> ./run.sh <==
#!/bin/bash
# OpenROAD 26Q1-2900-gdf79404cd8, Yosys 0.63+post, stock flow scripts
make -C /OpenROAD-flow-scripts/flow DESIGN_CONFIG=/design/flow/config.mk WORK_HOME=/design/flow/orfs finish
==> impl_metrics.py <==
# Generated from Yosys and OpenROAD reports
metrics = {
    "synthesis": {
        "yosys_warnings": 4,
        "aoi_share": 0.3254,
        "synth-seq-cells": 1328,
        "syn-instance-count": 10650,
        "synthArstFlopShare": 0.7982,
        "ys_seq_frac": 0.3812,
        "edf_count": 268,
        "ff_type": "dfrtp_1",
        "synth_cell_type_count": 94,
        "top_logic_kind": "AND-OR/OR-AND gates",
        "mux_share": 0.01439,
        "xor_area_frac": 0.01420,
        "ys_cells": 10650,
        "adder_share": 0.02489,
        "simple_gate_area_frac": 0.1884,
        "syn_area_um2": 90680,
        "yosys_area_um2": 90680,
        "avgSynthCellArea_um2": 8.513,
    },
    "global_route": {
        "first_global_vias": 122100,
        "grt_overflow": 92,
        "grt_usage": 0.8815,
        "grt_pass1_wl_um": 1080000,
        "grt_max_degree": 133,
    },
    "clock_network": {
        "clkSinkCount": 1328,
        "cts_max_path_buffers": 3,
        "clockRootBuffer": "clkbuf_16",
        "postCtsSetupBuffers": 0,
        "htree_levels": 4,
        "hold_buffers": 0,
        "cts_buffers": 143,
        "ctsResizeCount": 0,
    },
    "place": {
        "dpl.hpwl_um": 485300,
        "io_buffers": 143,
        "gp_congestion": 1.361,
    },
    "floorplanning": {
        "fp_util": 0.5061,
        "die_w_um": 427.9,
        "num_rows": 155,
        "ios": 145,
        "die_y_um": 427.9,
    },
    "run_status": {
        "haltStage": "global routing (5_1_grt)",
        "status": "stopped before the end",
        "error": "[ERROR GRT-0116] Global routing finished with congestion. Check the congestion regions in the DRC Viewer.",
    },
}
-- per-layer routing --
| metal | GRT overflow | GRT usage |
|---|---|---|
| met5 | 1 | 0.7122 |
| met4 | 29 | 0.8025 |
| met3 | 27 | 0.8528 |
| met2 | 29 | 0.9310 |
| met1 | 6 | 0.9066 |
-- kinds of logic after synthesis --
| logic type | after synthesis |
|---|---|
| AND/OR/NAND/NOR | 3537 |
| AND-OR/OR-AND | 4174 |
| flip-flops | 1328 |
| XOR/XNOR | 147 |
| other | 1 |
| buffers and inverters | 1189 |
| multiplexers | 98 |
| adder cells (fa/ha/maj) | 178 |
-- metrics by stage --
stage               setup slack [ps]  instance area, um^2  std cells  utilization  power (mW)
CTS                             3476               101900      12960       0.5689       12.04
detailed placement              2678                97000      12700       0.5413       7.334
global placement                2173                97000      12700       0.5413       7.324
floorplan                       5714                90680      10650            -       6.167
-- cells in the mapped netlist, drive strengths merged, types with 158 or more instances --
master     n  area share
o21ai    209       0.012
and3     215       0.015
clkbuf   879       0.036
nand4    408       0.028
edfxtp   268       0.089
a22o     482       0.047
nor2    1450       0.060
a221oi   539       0.052
nand3    690       0.038
ha       174       0.024
dfrtp   1060        0.29
nand2    279       0.012
a22oi    972       0.080
buf      158      0.0087
a21oi   1330       0.073
Power figures rest on the tool's default switching activity, not on a simulated workload.
